**design/flow/run.sh**
```bash
#!/bin/bash
# OpenROAD 26Q1-2900-gdf79404cd8, Yosys 0.63+post, stock flow scripts
make -C /OpenROAD-flow-scripts/flow DESIGN_CONFIG=/design/flow/config.mk WORK_HOME=/design/flow/orfs finish
```
**design/flow/config.mk**
```make
export PLATFORM = sky130hd
export DESIGN_NAME = counterab
export DESIGN_NICKNAME = counterab
export VERILOG_FILES = /design/flow/design.v
export SDC_FILE = /design/flow/constraint.sdc
export NUM_CORES = 4
export LEC_CHECK = 1
export CORE_AREA = 10 10 70 70
export DIE_AREA = 0 0 80 80
```
**design/flow/constraint.sdc**
```tcl
current_design counterab

set clk_period 1.4
set clk_io_pct 0.2

create_clock -name clk0 -period $clk_period [get_ports {clk}]

set non_clock_inputs [all_inputs -no_clocks]
set_input_delay [expr $clk_period * $clk_io_pct] -clock clk0 $non_clock_inputs
set_output_delay [expr $clk_period * $clk_io_pct] -clock clk0 [all_outputs]
```
**design/flow/design.v**
```verilog
module counterab(
  input wire clk,
  output reg [3:0] aout,
  output reg [3:0] bout
);
  reg [3:0] counter_A;
  always @(posedge clk) begin
    if (counter_A == 4'b1100)
      counter_A <= 4'b0000;
    else
      counter_A <= counter_A + 1;
  end
  assign aout = counter_A;
  reg [3:0] counter_B;
  always @(posedge clk) begin
    if (counter_B == 4'b0000)
      counter_B <= 4'b1111;
    else
      counter_B <= counter_B - 1;
  end
  assign bout = counter_B;
  initial begin
    counter_A = 4'b0000;
    counter_B = 4'b1111;
  end
endmodule
```
==> results.tsv <==
stage	metric	value	unit
route	vias	311	
route	via/cell ratio	3.14	
clocking	clk slew on worst S/H paths	0.05	ns
power_and_ir_drop	Max IR drop VDD	336	uV
critical_path	CP peak stage delay	0.47	ns
power_and_ir_drop	Switching Power	76.0	uW
yosys	Synth Flop Type	dfxtp_1	
power_and_ir_drop	sw frac	19.3	%
run_status	status	finished clean	
yosys	post-synthesis sequential area ratio	43.8	%
clocking	TritonCTS clock tree	yes	
clocking	CTS HTree Levels	1	
place	post-detail-place hpwl	514	um
critical_path	CP cell instances	clkdlybuf4s50_1	
final_layout	Synth-to-Final Area Change	59.6	%
floorplanning	Die Ht	80	um
place	Placer Congestion	0.771	
global_routing	largest net degree at the start of global routing	8	
route	final WL	727	um
sta	fmax	738	MHz
yosys	cells after synthesis	38	
clocking	Clock Tree Root	clkbuf_4	
sta	RSZ-0062 raised after global routing	false	
clocking	Clock Tree Buf Depth	2	
clocking	Latency at later pin	0.25	ns
critical_path	buffers and inverters on the worst path	1	
critical_path	crit path DRT	1.12	ns
critical_path	Crit Path Class	flip-flop to output port	
flow_run	tool warnings	27	
power_and_ir_drop	Power Internal	318	uW
sta	clk_skew	0.000191	ns
critical_path	startpoint types	flip-flop	
critical_path	CP Max Fanout	6	
global_routing	vias in the first global route	270	
yosys	top post-synthesis cells by count	dfxtp_1 (8), inv_1 (5), ha_1 (4)	
floorplanning	total die size	0.00640	mm^2
sta	setup TNS	0	ns
sta	final setup fails	0	
yosys	fraction of registers with async set/reset	0	%
flow_run	Max-cap violations	0	
sta	post-route minimum period	1.35	ns
yosys	top-count cell post-synth	dfxtp_1	
floorplanning	Initial Util	10.7	%
global_routing	first-pass GRT wire length	1170	um
yosys	Yosys chip area	365	um^2
power_and_ir_drop	total power divided by cell area	675	mW/mm^2
critical_path	Setup crit end kind	output port	
critical_path	crit path DAT	1.07	ns
route	n_diodes	0	
yosys	number of synthesized flops with an enable pin	0	
critical_path	CP max-delay cell	clkdlybuf4s50_1	
route	initial drt markers	1	
route	antenna viol nets, final	0	
critical_path	r2r worst-path depth	4	
sta	max_slew headroom	91.2	%
power_and_ir_drop	Clock power frac	44.2	%
route	WL/cell	7.34	um
floorplanning	FP Rows	21	
global_routing	initial antenna violation count	0	
power_and_ir_drop	total power draw	394	uW
place	Port-buffer cells	8	
final_layout	layout cells sized above 1	32.1	%
hold_path	Hold Path Cell Cnt	1	
yosys	syn_area_per_cell	9.61	um^2
floorplanning	Die X	80	um
global_routing	GRT Overall Usage	2.30	%
power_and_ir_drop	Flop pwr share	55.8	%
yosys	yosys warns	3	
yosys	Post-Syn Area	365	um^2
sta	worst slew pin tran	0.131	ns
clocking	CTS Hold Bufs	0	
sta	Final Hold Viols	0	
yosys	ys cells	38	
power_and_ir_drop	Leakage	0.000278	uW
global_routing	GRT overflow	0	
yosys	Top cells by area	dfxtp_1 (44%), ha_1 (14%), inv_1 (5.1%)	
hold_path	worst min path class	flip-flop to flip-flop	
floorplanning	io pins	9	
floorplanning	core area	0.00342	mm^2
yosys	largest area contributor in the netlist	dfxtp_1	
critical_path	delay-heaviest family, CP	buffers and inverters	
yosys	Area leader share	43.8	%
clocking	Sink Count	8	
clocking	CTS Buf Count	3	
sta	final slew viol count	0	
yosys	library cells used by synthesis	18	
sta	final hold slack	0.408	ns
route	DRT Pass-1 Iters	2	
route	drt drc	0	
yosys	Flops after synth	8	
sta	post-route clock period utilization	96.8	%
critical_path	Worst path depth	1	
power_and_ir_drop	Comb pwr share	0	%
==> path summary, 6_finish.rpt <==
check / endpoint / slack (ns) / startpoint
max: bout[2] / 0.05 / counter_B[2]$_SDFF_PN1_
min: counter_B[0]$_SDFF_PN1_ / 0.41 / counter_B[0]$_SDFF_PN1_
max reg2reg: counter_B[1]$_SDFF_PN1_ / 0.20 / counter_B[0]$_SDFF_PN1_
min reg2reg: counter_B[0]$_SDFF_PN1_ / 0.41 / counter_B[0]$_SDFF_PN1_
==> metal layers <==
| layer | vias up | track usage (%) | share of wire, % |
|---|---|---|---|
| met5 | - | 0 | 0 |
| met4 | 0 | 0.176 | 0 |
| met3 | 0 | 2.84 | 21 |
| met2 | 12 | 2.49 | 28 |
| met1 | 136 | 2.82 | 51 |
| li1 | 163 | - | - |
==> final cells by class <==
type / instances / area, um^2
Fill cell: 381 / 2830
Multi-Input combinational cell: 25 / 186
Sequential cell: 8 / 180
Timing Repair Buffer: 12 / 118
Tap cell: 46 / 57.6
Clock buffer: 3 / 22.5
Inverter: 5 / 18.8
==> flip-flops by register name (all words and copies together) (netlist names) <==
name       flops
counter_A      4
counter_B      4
==> stage by stage <==
step                      utilization, %  area [um^2]  worst slack [ns]  std cells
final                               17.1          583            0.0453         99
after floorplan                        -          365             0.285         38
after global placement              14.7          503             0.211         92
after detailed placement            14.7          503             0.195         92
after CTS                           15.7          537           0.00549         95
after global routing                17.1          583          0.000427         99
==> power by group through the flow <==
| stage | Combinational [uW] | Sequential [uW] | Clock, uW |
|---|---|---|---|
| final | 0.000194 | 220 | 174 |
| after global routing | 0.000194 | 220 | 197 |
| after CTS | 0.000116 | 226 | 181 |
==> cells by family after synthesis <==
| group | synth area share [%] |
|---|---|
| flip-flops | 43.8 |
| AND-OR/OR-AND | 11.6 |
| buffers and inverters | 5.14 |
| adder cells (fa/ha/maj) | 13.7 |
| AND/OR/NAND/NOR | 25.7 |
==> placed cells by master, fill, tap and decap left out, drive strengths merged, types with 2 or more instances in the layout <==
cell type / n
dfxtp: 8
and2: 2
buf: 4
nor2: 2
a21oi: 2
inv: 5
clkbuf: 3
clkdlybuf4s50: 5
dlymetal6s2s: 3
nand2: 3
ha: 4
nand2b: 3
==> repair_timing <==
item | CTS | global route
endpoints found under the setup margin | 7 | 6
pin swaps | 0 | 0
resized | 8 | 7
setup buffers | 0 | 4
Power and IR drop assume default switching activity.
