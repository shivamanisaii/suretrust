## ./design.v

```verilog
module priorityencoder8x3(en, in, out);
  input en;
  input [7:0] in;
  output reg [2:0] out;
  always @(en, in) begin
    if (en == 1) begin
      if (in[7] == 1) out = 3'b111;
      else if (in[6] == 1) out = 3'b110;
      else if (in[5] == 1) out = 3'b101;
      else if (in[4] == 1) out = 3'b100;
      else if (in[3] == 1) out = 3'b011;
      else if (in[2] == 1) out = 3'b010;
      else if (in[1] == 1) out = 3'b001;
      else out = 3'b000;
    end
    else out = 3'bzzz;
  end
endmodule
```

## ./run.sh

```bash
#!/bin/bash
# OpenROAD 26Q1-2900-gdf79404cd8, Yosys 0.63+post, stock flow scripts
make -C /OpenROAD-flow-scripts/flow DESIGN_CONFIG=/design/flow/config.mk WORK_HOME=/design/flow/orfs finish
```

## ./config.mk

```make
export PLATFORM = sky130hd
export DESIGN_NAME = priorityencoder8x3
export DESIGN_NICKNAME = priorityencoder8x3
export VERILOG_FILES = /design/flow/design.v
export SDC_FILE = /design/flow/constraint.sdc
export NUM_CORES = 4
export LEC_CHECK = 1
export CORE_AREA = 10 10 70 70
export DIE_AREA = 0 0 80 80
```

## ./constraint.sdc

```tcl
current_design priorityencoder8x3

set clk_period 1.2
set clk_io_pct 0.2

create_clock -name clk0 -period $clk_period

set non_clock_inputs [all_inputs -no_clocks]
set_input_delay [expr $clk_period * $clk_io_pct] -clock clk0 $non_clock_inputs
set_output_delay [expr $clk_period * $clk_io_pct] -clock clk0 [all_outputs]
```

==> results.ini <==
[place]
io_buffers = 10
routabilityCongestion = 0.785
placedCellCount = 66
placed_area_um2 = 203

[drt]
first_pass_iteration_count_of_the_detailed_router = 2
initialDrtViolationCount = 3
wl_per_cell_um = 5.54
wl_um = 371
final_antenna_net_count = 0
routed_via_density = 1.57
remaining_drc_errors = 0
via_count = 105

[critical_path]
timing_worst_setup_path_type = input port to output port
type_of_element_launching_the_critical_path = input port
end_kind = output port
worst-endpoint-arrival_ns = 0.91
worst_ep_required_time_ns = 0.96
crit_path_max_fanout = 2

[run]
total_number_of_warnings_across_the_stage_logs = 35
cap_viol_max_count = 0

[synthesis]
syn_inst = 10
yosysUniqueCellTypes = 7
synth.top_cells.by_area = sky130_fd_sc_hd__a21oi_1 (22%), sky130_fd_sc_hd__nand2_1 (17%), sky130_fd_sc_hd__nor2_1 (17%)
synth.yosys.num_cells = 10
post-synth-top-area-cell = sky130_fd_sc_hd__a21oi_1
synth.yosys.seq_area_share_pct = 0
yosys_area_um2 = 45.0
mappedNetlistArea_um2 = 45.0
synth_largest_type_area_fraction_pct = 22.2
synth-warning-count = 2
synth.avg_cell_area_um2 = 4.50

[floorplanning]
die_y_um = 80
standard_cell_row_count = 21
core_footprint_um2 = 3420
ioPinCount = 12
die_x_um = 80
initial_utilization_pct = 1.32
floorplan.die_area_um2 = 6400

[final_timing]
endpoints_failing_setup = 0
tns_ns = 0
grt_setup_unrepaired = yes
headroom_to_the_max_slew_limit_pct = 87.4
period_minus_slack_ns = 1.15
achievable_freq_mhz = 868
layout_worst_path_cycle_share_pct = 96.0
tightestPinTransition_ns = 0.188
report.final.slew_viol_count = 0
timing.final.hold_violations = 0

[grt]
first_global_vias = 108
grt_max_degree = 4
antenna_found_initial = 1
track_usage_pct = 1.04
gr-total-overflow = 0
grt_pass1_wl_um = 531

[pwr]
fin_total_pwr_mw = 0.0358
max-vdd-ir-drop_mv = 0.0156
leakage_nw = 0.0629
power-per-cell-area_nw_per_um2 = 181

[worst_hold_path]
worstHoldPathType = input port to output port

[cells_and_area]
ff_count = 0
area_growth_pct = 339
regArea_um2 = 0
final_layout_size_suffix_gt1_share_pct = 15.0
instances_no_fill = 67
final_design_area_no_fill_um2 = 198
num-clock-buffers = 0

[run_status]
outcome = complete, no violations

[clocking]
setup_buffers_after_cts = 0
cts_hold_repair.buffers = 0

==> worst max-delay path, cell delays in order <==
cell and delay [ns]:
sky130_fd_sc_hd__dlygate4sd2_1 0.25, sky130_fd_sc_hd__o21ai_1 0.13, sky130_fd_sc_hd__nand2_1 0.06, sky130_fd_sc_hd__dlygate4sd2_1 0.23
==> per-stage QoR <==
step / worst slack [ns] / util, % / hold WS, ns
floorplan: 0.492 / - / 0.514
CTS: 0.00670 / 5.49 / 0.866
global route: -0.0195 / 5.71 / 0.888
global placement: -0.507 / 5.93 / 1.43
detailed placement: -0.563 / 5.93 / 1.44
finish: 0.0475 / 5.79 / 0.869
==> Yosys cell counts <==
cell type / count
sky130_fd_sc_hd__a21oi_1: 2
sky130_fd_sc_hd__nand2_1: 2
sky130_fd_sc_hd__nor2_1: 2
sky130_fd_sc_hd__clkinv_1: 1
sky130_fd_sc_hd__inv_1: 1
sky130_fd_sc_hd__o21ai_0: 1
sky130_fd_sc_hd__o31ai_1: 1
==> power breakdown <==
part | switching, mW | leakage (nW) | total (mW) | internal, mW
sequential | 0 | 0 | 0 | 0
combinational | 0.0142 | 0.0629 | 0.0358 | 0.0217
clock | 0 | 0.00000634 | 0.000000111 | 0.000000111
==> cells in the final DEF, fill, tap and decap left out, drive strengths merged <==
| cell | synthesis | final |
|---|---|---|
| o31ai | 1 | 1 |
| dlygate4sd2 | 0 | 6 |
| nor2 | 2 | 2 |
| inv | 1 | 1 |
| clkdlybuf4s15 | 0 | 3 |
| buf | 0 | 1 |
| diode | 0 | 1 |
| nand2 | 2 | 2 |
| a21oi | 2 | 2 |
| clkinv | 1 | 1 |
| o21ai | 1 | 1 |
==> per-layer routing <==
metal,vias up,wire length [um],part of all wire [%],GRT usage [%]
li1,55,-,-,-
met1,41,166,45,1.32
met2,9,98,26,1.28
met3,0,105,28,1.02
met4,0,0,0,0
met5,-,0,0,0
==> area by class of cell <==
type	count	area, um^2
inverters	2	7.51
repair buffers	10	87.6
diodes	1	2.50
multi-input cells	8	42.5
well taps	46	57.6
fillers	414	3220
==> path summary, 6_finish.rpt <==
check | startpoint | to | depth (start not counted)
min | in[4] | out[0] | 3
max | in[2] | out[1] | 4
==> cell families (layout without fill, tap and decap cells) <==
| family | count (synthesis) | after routing | synth area share, % |
|---|---|---|---|
| compound gates | 4 | 4 | 50.0 |
| buf+inv | 2 | 12 | 16.7 |
| other cells | 0 | 1 | 0 |
| simple gates | 4 | 4 | 33.3 |
==> repair_timing <==
item | 4_1_cts | 5_1_grt
gates resized | 14 | 4
pin swaps | 4 | 4
endpoints found under the setup margin | 3 | 3
Power figures rest on the tool's default switching activity, not on a simulated workload.
